==> design.v <==
module demux(input [31:0] din ,
  input [2:0] out_port,
  output reg [4:0][31:0] dout);
  integer iter;
  always @(out_port or din)
  begin
    for(iter = 0; iter < 5 ; iter = iter +1)
    begin
      dout[iter] = (iter == out_port)  ? din : 0;
    end
  end
endmodule
module testdemux;
  wire [4:0][31:0] out;
  reg [2:0] out_port;
  reg [31:0] data;
  demux c(data,out_port,out );
  initial 
  begin
    data = 3546;
    out_port = 0;
    #1 out_port = 1;
    #1 out_port = 2;
    #1 out_port = 3;
    #1 out_port = 4;
  end
 endmodule
==> run.sh <==
#!/bin/bash
# OpenROAD 26Q1-2900-gdf79404cd8, Yosys 0.63+post, stock flow scripts
make -C /OpenROAD-flow-scripts/flow DESIGN_CONFIG=/design/flow/config.mk WORK_HOME=/design/flow/orfs finish
==> config.mk <==
export PLATFORM = sky130hd
export DESIGN_NAME = demux
export DESIGN_NICKNAME = demux
export VERILOG_FILES = /design/flow/design.v
export SDC_FILE = /design/flow/constraint.sdc
export NUM_CORES = 4
export LEC_CHECK = 1
export CORE_AREA = 10 10 119 119
export DIE_AREA = 0 0 129 129
==> constraint.sdc <==
current_design demux

set clk_period 1.0
set clk_io_pct 0.2

create_clock -name clk0 -period $clk_period

set non_clock_inputs [all_inputs -no_clocks]
set_input_delay [expr $clk_period * $clk_io_pct] -clock clk0 $non_clock_inputs
set_output_delay [expr $clk_period * $clk_io_pct] -clock clk0 [all_outputs]
==> flow_metrics.py <==
# Physical implementation metrics
metrics = {
    "pwr": {
        "p_per_area_nw_per_um2": 365.1,
        "power.static_leakage_nw": 3.327,
        "totalPowerFinal_mw": 2.384,
        "p_sw_share_pct": 35.60,
        "p_int_mw": 1.535,
        "clockPowerShare_pct": 0,
        "switchingPower_mw": 0.8486,
        "peakVddDrop_mv": 0.1703,
        "combPwrFrac_pct": 100.0,
        "pwr-share-seq_pct": 0,
    },
    "drt": {
        "avgRoutedWirePerCell_um": 25.03,
        "avgViaCountPerCell": 5.191,
        "dr.pass1.iters": 6,
        "drc": 0,
        "vias": 3556,
        "ant_nets": 0,
        "wl_met3_mm": 1.779,
        "highest_layer": "met4",
        "drt-met1-wl_mm": 7.529,
        "drt_iter0_markers": 228,
        "routed-wl-met2_mm": 7.770,
        "antenna_cells": 0,
        "wl_mm": 17.14,
    },
    "job": {
        "maxCapViolations": 0,
        "tool_warnings": 34,
    },
    "final_timing": {
        "tightest_slew_ns": 0.2608,
        "fin_ws_ns": -0.3290,
        "slew_violations": 0,
        "setup_violations": 159,
        "fin_crit_sh_pct": 132.9,
        "report.final.hold_viol_count": 0,
        "fmax_ghz": 0.7524,
        "period_needed_ns": 1.329,
        "slew_headroom_pct": 82.36,
        "rsz0062_at_grt": "true",
    },
    "final_layout": {
        "seq_cells": 0,
        "area_growth_syn_to_layout_pct": 209.4,
        "drive_gt1_share_pct": 88.56,
        "seqCellArea_sq_um": 0,
        "nClkBuffers": 0,
    },
    "worst_setup_path": {
        "required_ns": 0.80,
        "path_class": "in2out",
        "arrival_ns": 1.13,
        "startpoint_type": "input port",
        "path_max_fanout": 7,
        "end_kind": "output pin",
    },
    "logic_synthesis": {
        "synth_area_per_cell_sq_um": 10.00,
        "ys_warn_count": 1,
        "synthesis.area_sq_um": 2111,
        "synthCells": 211,
        "synth-compound-area-share_pct": 0,
        "ys_cells": 211,
        "area_leaders": "and4bb_2 (51%), and4b_1 (15%), nor4b_1 (11%)",
        "ys_seq_share_pct": 0,
        "fa_ha_area_share_pct": 0,
        "yosysTopAreaCellShare_pct": 50.98,
        "synth_cell_types": 10,
        "yosysTopAreaCell": "and4bb_2",
        "topCombFamilyByArea": "simple AND/OR/NAND/NOR gates",
        "synth_chip_area_sq_um": 2111,
        "mux_area_share_pct": 0,
        "synth-xor-area-share_pct": 0,
        "synth-simple-area-share_pct": 85.95,
    },
    "worst_hold_path": {
        "hold_class": "in2out",
        "hold_path_end": "dout[5]",
        "hold_depth": 3,
        "hp-start": "din[5]",
    },
    "die": {
        "chipArea_sq_um": 16640,
        "core_area_sq_um": 11520,
        "fp-utilization_pct": 18.33,
        "die_h_um": 129,
        "pin_count": 195,
        "die_w_um": 129,
        "placementRows": 39,
    },
    "global_routing": {
        "grtUsageTotal_pct": 16.08,
        "antenna_found_initial": 0,
        "grt_pass1_vias": 3333,
        "overflow": 0,
        "grt_pass1_wl_mm": 21.53,
        "grt_max_degree": 24,
    },
    "run_status": {
        "violations": "setup timing",
        "outcome": "finished, violations left",
    },
    "placed_design": {
        "routabilityCongestion": 0.7692,
        "dp_hpwl_mm": 8.124,
        "post-place-ws_ns": -0.8217,
        "io_buffers": 195,
    },
    "clock_network": {
        "postCtsHoldBufs": 0,
    },
}
==> cell families after synthesis <==
group                  count (synthesis)
buffers and inverters                 51
AND/OR/NAND/NOR                      160
==> layer usage <==
| metal | GRT usage (%) | vias to the layer above |
|---|---|---|
| met1 | 20.72 | 1778 |
| met3 | 5.083 | 2 |
| met4 | 1.940 | 0 |
| met5 | 0 | - |
| li1 | - | 1606 |
| met2 | 26.52 | 170 |
==> final cells by class <==
type	instances	area, sq um
fillers	882	4986
repair buffers	382	4046
multi-input cells	160	2305
well taps	143	178.9
==> power by group through the flow <==
stage	sequential [mW]	clock [mW]	combinational, mW
CTS	0	0	1.88
global route	0	0	2.49
finish	0	0	2.38
==> metrics by stage <==
step / utilization [%] / hold slack [ns] / setup TNS [ns] / instances / cell area [sq um]
3_3_place_gp: 36.80 / 1.158 / -107.93 / 528 / 4238
5_1_grt: 56.70 / 0.7675 / -35.71 / 685 / 6530
3_5_place_dp: 36.80 / 1.152 / -108.20 / 528 / 4238
2_1_floorplan: - / 0.5023 / 0 / 211 / 2111
6_report: 56.70 / 0.7487 / -31.94 / 685 / 6530
4_1_cts: 49.16 / 0.7522 / -38.25 / 637 / 5662
==> worst max-delay path by stage <==
| stage | cells past startpoint | end | startpoint | slack (ns) |
|---|---|---|---|---|
| 4_1_cts | 4 | dout[61] | out_port[2] | -0.44 |
| 5_1_grt | 7 | dout[22] | out_port[0] | -0.36 |
| 6_report | 7 | dout[22] | out_port[0] | -0.33 |
==> layout by cell type (no fill, tap or decap), types with 16 or more instances in the layout <==
| master | netlist | layout |
|---|---|---|
| clkbuf_2 | 0 | 36 |
| buf_6 | 9 | 89 |
| buf_2 | 21 | 120 |
| buf_4 | 3 | 23 |
| nor4b_4 | 0 | 25 |
| and4bb_2 | 86 | 86 |
| dlygate4sd2_1 | 0 | 16 |
| buf_8 | 0 | 19 |
| buf_16 | 0 | 24 |
| and4b_1 | 32 | 32 |
| buf_12 | 0 | 23 |
==> cell usage after synthesis <==
cell type,number
and4b_1,32
and4bb_2,86
buf_2,21
buf_4,3
buf_6,9
clkbuf_1,18
nor4b_1,27
nor4b_2,5
nor4bb_1,9
nor4bb_2,1
==> worst max-delay path, stage by stage <==
cell and delay [ns]:
buf_16 0.13, buf_8 0.14, buf_6 0.12, buf_6 0.11
buf_6 0.11, nor4b_4 0.18, buf_2 0.13
==> timing repair <==
item | in CTS | in global routing
gates resized | 581 | 225
setup endpoints to repair | 160 | 159
cloned | 26 | 15
endpoints found under the hold margin | 0 | 0
setup buffers | 85 | 52
pin swaps | 35 | 99
Power and IR drop assume default switching activity.
